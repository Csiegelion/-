## config.mk

```make
export PLATFORM = sky130hd
export DESIGN_NAME = backwardskidbuffer
export DESIGN_NICKNAME = backwardskidbuffer
export VERILOG_FILES = /design/flow/design.v
export SDC_FILE = /design/flow/constraint.sdc
export NUM_CORES = 4
export LEC_CHECK = 1
export CORE_AREA = 10 10 77 77
export DIE_AREA = 0 0 87 87
```

## constraint.sdc

```tcl
current_design backwardskidbuffer

set clk_period 2.5
set clk_io_pct 0.2

create_clock -name clk0 -period $clk_period [get_ports {clk}]

set non_clock_inputs [all_inputs -no_clocks]
set_input_delay [expr $clk_period * $clk_io_pct] -clock clk0 $non_clock_inputs
set_output_delay [expr $clk_period * $clk_io_pct] -clock clk0 [all_outputs]
```

## design.v

```verilog
`timescale 1ns / 1ps
module backwardskidbuffer#(parameter L=8,
	parameter OPTREG = 0 )(
    input clk,
	input rst,
	output reg ready_f,
	input valid_f,
	input  [L-1:0] data_f,
	input  ready_b,
	output  reg valid_b,
	output  reg [L-1:0] data_b       
) ;
reg state;
wire ready  ;          
reg pre_valid;
reg [L-1:0] data_pre;
always @(posedge clk) begin 
   if (!rst) begin
      state <= 0 ;
       end
   else if(!state) begin          
            if (ready) begin
             valid_b<=valid_f;
			data_b<=data_f;  
               ready_f <= 1'b1    ;               
            end
            else begin
              pre_valid<=valid_f;
			data_pre<=data_f;
               ready_f <= 1'b0    ;
               state<= !state ;
            end
         end
         else   if (ready) begin
             valid_b<=pre_valid;
			data_b<=data_pre;              
               ready_f <= 1'b1;
               state <= !state;               
            end
         end
assign ready   = ready_b || ! valid_b ;
endmodule
```

## run.sh

```bash
#!/bin/bash
# OpenROAD 26Q1-2900-gdf79404cd8, Yosys 0.63+post, stock flow scripts
make -C /OpenROAD-flow-scripts/flow DESIGN_CONFIG=/design/flow/config.mk WORK_HOME=/design/flow/orfs finish
```

==> run_results.csv <==
group,metric,value,unit
yosys,ys_seq_elements,20,
critical_path,critPathCaptureType,"register",
yosys,synth-main-ff-cell,"edfxtp_1",
clock_network,clock-sinks,20,
placed_design,portBuffers,21,
critical_path,r2r_slack,1080,ps
grt,grt_pass1_vias,431,
sta,clock.fmax,592,MHz
layout,drive_above_1_share,22.6,%
yosys,synth_cells,36,
grt,antenna_found_initial,0,
power,power.density,606,mW/mm²
drt,drtIter0Drc,41,
clock_network,post-cts-setup-buffers,0,
yosys,edf_count,19,
clock_network,htree_levels,1,
sta,hold_viol,0,
floorplan,row_count,24,
min_path,whs_path_depth,1,
yosys,avgSynthCellArea,21.4,µm²
critical_path,slowest_stage,"and3b_1",
critical_path,slowest_delay,460,ps
clock_network,cts_root_buf,"clkbuf_8",
critical_path,worstSetupPathType,"input port to register",
floorplan,top_level_ports,22,
sta,finalMaxSlewViolations,0,
yosys,synth_xor_xnor_area_share,0,%
placed_design,place_congestion,0.662,
grt,gr-usage-all-layers,3.82,%
yosys,syn_area,771,µm²
critical_path,required,2410,ps
yosys,top_logic_kind,"multiplexers",
yosys,yosys_cells,36,
yosys,ys_warn_count,1,
placed_design,dpl.cell_count,110,
critical_path,crit_path_max_fanout,9,
drt,vias_per_cell,3.31,
critical_path,crit_path_start_kind,"input port",
yosys,ys_seq_share,76.6,%
yosys,synth_async_sr_flop_share,0,%
sta,rsz0062_at_grt,"false",
floorplan,die_area,0.00757,mm²
floorplan,die_width,87,µm
clock_network,clock_latency,250,ps
floorplan,fp_util,17.7,%
clock_network,clkTransAtPathRegs,60,ps
grt,gr-total-overflow,0,
power,vdd_ir_drop_max,0.000145,V
layout,finalNonFillerCells,114,
grt,grt_max_degree,13,
layout,postLayoutCellArea,0.00109,mm²
critical_path,rr_worst_depth,2,
yosys,simple_gate_share,4.38,%
placed_design,placed_area,0.00105,mm²
sta,worstMarginPinSlew,600,ps
clock_network,cts_tree,"yes",
drt,num_antenna_cells,0,
critical_path,critPathArrivalTime,1600,ps
sta,fin_tns_setup,0,ps
clock_network,numCtsBuffers,3,
sta,slew_headroom,59.9,%
flow_run,drv_cap,0,
yosys,synth_top_cell_by_area,"edfxtp_1",
power,leakage,0.376,nW
critical_path,crit_cells,3,
yosys,yosys-stat-area,771,µm²
critical_path,worstPathBufferInverterCount,1,
clock_network,cts_resized,0,
min_path,holdCritPathClass,"register to register",
flow_run,log.warning_count,25,
floorplan,die_h,87,µm
yosys,aoi_share,0.974,%
sta,finalClockPeriodUsage,67.6,%
drt,antenna_left,0,
yosys,ys_types,10,
critical_path,crit_chain,"clkdlybuf4s50_1, nor2b_1, and3b_1",
sta,clock_skew,2.57,ps
drt,drcViolationCount,0,
drt,via_count,377,
drt,wire_per_inst,12.3,µm
sta,whs,557,ps
yosys,synthTopCellsByArea,"edfxtp_1 (74%), mux2_4 (14%), mux2_2 (2.9%)",
layout,syn_to_final_growth,42.0,%
yosys,synth_top_area_share,74.0,%
yosys,ys_sh_adder,0,%
outcome,status,"complete, no violations",
layout,fill_cells,439,
critical_path,crit_family,"simple AND/OR/NAND/NOR gates",
yosys,synth.most_common_cell,"edfxtp_1",
yosys,mux_share,16.6,%
floorplan,core-area,0.00435,mm²
sta,period_minus_slack,1690,ps
clock_network,hold_buffers,0,
drt,drt_wl_total,1.41,mm
sta,setup_viol_count_final,0,
drt,drt_first_pass_iters,4,
clock_network,clock_path_buffers,2,
grt,grt_first_pass_wirelength,2.23,mm
yosys,synthTopCellsByCount,"edfxtp_1 (19), mux2_4 (7), mux2_2 (2), nor2b_1 (2)",
[cell usage in the layout, fill, tap and decap left out]
master	Yosys	final
a21boi_0	1	1
and2_1	1	1
and3b_1	1	1
buf_4	0	2
clkbuf_1	0	1
clkbuf_8	0	3
clkdlybuf4s50_1	0	21
dfxtp_1	1	1
edfxtp_1	19	19
mux2_2	2	2
mux2_4	7	7
nand2b_1	1	1
nor2b_1	2	2
[final timing paths]
check,startpoint,to
hold / removal,data_pre[0]$_DFFE_PP_,data_b[0]$_DFFE_PP_
setup reg to reg,valid_b$_DFFE_PP_,data_pre[2]$_DFFE_PP_
setup / recovery,ready_b,data_pre[2]$_DFFE_PP_
hold reg to reg,data_pre[0]$_DFFE_PP_,data_b[0]$_DFFE_PP_
[cells by family after synthesis]
family / Yosys count
flops: 20
mux: 9
buf+inv: 1
simple gates: 5
compound gates: 1
[report_power, final]
group | leakage (nW) | internal, mW | total [mW] | switching [mW]
registers | 0.186 | 0.385 | 0.393 | 0.00744
logic | 0.168 | 0.0480 | 0.0642 | 0.0161
clock network | 0.0228 | 0.113 | 0.207 | 0.0938
total | 0.376 | 0.546 | 0.664 | 0.117
[metal layers]
| layer | track usage, % | wire, µm | vias to the layer above |
|---|---|---|---|
| li1 | - | - | 188 |
| met1 | 4.45 | 554 | 171 |
| met2 | 6.06 | 680 | 16 |
| met3 | 2.08 | 163 | 2 |
| met4 | 0.884 | 9 | 0 |
| met5 | 0 | 0 | - |
[area by class of cell]
cell class | count | area [µm²] | share of cell area [%]
Multi-Input combinational cell | 15 | 169 | 15.4
Clock buffer | 4 | 45.0 | 4.11
Sequential cell | 20 | 591 | 53.9
Timing Repair Buffer | 23 | 225 | 20.6
Tap cell | 52 | 65.1 | 5.94
[metrics by stage]
step	total power [mW]	util (%)	setup WS [ps]
floorplan	0.420	-	1110
global placement	0.464	24.1	595
CTS	0.673	25.1	802
detailed placement	0.466	24.1	538
finish	0.664	25.1	811
global route	0.691	25.1	717
[state kept, by name, summed over array words and instances, names as in the netlist]
signal / cells
data_b: 8
data_pre: 8
pre_valid: 1
ready_f: 1
state: 1
valid_b: 1
Power is estimated from default activity; no workload was simulated.
