<file path="/design/flow/config.mk">
export PLATFORM = sky130hd
export DESIGN_NAME = forwardpipe
export DESIGN_NICKNAME = forwardpipe
export VERILOG_FILES = /design/flow/design.v
export SDC_FILE = /design/flow/constraint.sdc
export NUM_CORES = 4
export LEC_CHECK = 1
export CORE_AREA = 10 10 70 70
export DIE_AREA = 0 0 80 80
</file>
<file path="/design/flow/constraint.sdc">
current_design forwardpipe

set clk_period 1.3
set clk_io_pct 0.2

create_clock -name clk0 -period $clk_period [get_ports {clk}]

set non_clock_inputs [all_inputs -no_clocks]
set_input_delay [expr $clk_period * $clk_io_pct] -clock clk0 $non_clock_inputs
set_output_delay [expr $clk_period * $clk_io_pct] -clock clk0 [all_outputs]
</file>
<file path="/design/flow/design.v">
`timescale 1ns / 1ps
module forwardpipe #(parameter L=8)(
    input clk,
	input rst,
	output  ready_f,
	input valid_f,
	input [L-1:0] data_f,
	input  ready_b,
	output reg valid_b,
	output reg [L-1:0] data_b
);
always @(posedge clk or negedge rst) begin
		if (!rst)begin
			valid_b <= 1'b0;
			end
			else begin
			valid_b<=ready_f? valid_f:valid_b;
			end
		end
		always @(posedge clk or negedge rst) begin
		if (!rst)begin
			data_b <= {L{1'b0}};
			end
			else begin
			data_b<=ready_f? data_f:data_b;
			end
		end
assign ready_f =ready_b || ~valid_b;
endmodule
</file>
<file path="/design/flow/run.sh">
#!/bin/bash
# OpenROAD 26Q1-2900-gdf79404cd8, Yosys 0.63+post, stock flow scripts
make -C /OpenROAD-flow-scripts/flow DESIGN_CONFIG=/design/flow/config.mk WORK_HOME=/design/flow/orfs finish
</file>
==> impl_metrics.json <==
{
  "status": "completed",
  "ys_types": 5,
  "synthTopCellsByArea": "dfrtp_1 (60%), mux2_4 (32%), nand2b_4 (3.7%)",
  "yosys-top-cells-count": "dfrtp_1 (9), mux2_4 (8), buf_6 (1), nand2b_1 (1), nand2b_4 (1)",
  "grt_antenna_before_repair": 0,
  "max_stage_delay_ns": 0.46,
  "crit_chain": "clkdlybuf4s50_1 -> nand2b_4 -> buf_4 -> mux2_4",
  "drt_wl_total_mm": 1.04,
  "max_cap_viol_count": 0,
  "ys_cells": 20,
  "clock-sinks": 9,
  "critical_path.slowest_cell": "clkdlybuf4s50_1",
  "final.fill_count": 392,
  "grt_pass1_vias": 319,
  "die_x_um": 80,
  "rsz0062_at_grt": "no",
  "yosys.area_share.simple_pct": 5.32,
  "comb_area_um2": 140,
  "reg2reg_slack_ns": 0.08,
  "drive_gt1_share_pct": 35.4,
  "rows": 21,
  "clk_latency_ns": 0.25,
  "logic_family": "multiplexers",
  "area_growth_pct": 78.7,
  "critical_path_class": "primary input to flip-flop",
  "netlist.area_leader.share_pct": 59.8,
  "die_y_um": 80,
  "drc_errors": 0,
  "clockRootBuffer": "clkbuf_4",
  "ir_drop_v": 0.000365,
  "syn_area_per_cell_um2": 18.8,
  "cp-start-kind": "primary input",
  "fin_worst_skew_ns": 0.00376,
  "diodes": 0,
  "grt-ovfl-total": 0,
  "port_buffers": 21,
  "finalCritPeriodShare_pct": 94.5,
  "synth-main-ff-cell": "dfrtp_1",
  "finalSetupViolCount": 0,
  "synth_cells": 20,
  "ys_sh_mux_pct": 31.9,
  "slew-limit-headroom_pct": 72.3,
  "finalPower_mw": 0.675,
  "finalMaxSlewViolations": 0,
  "finalCriticalPeriod_ns": 1.23,
  "synth.cellmix.xorXnorShare_pct": 0,
  "cts-buffers-inserted": 3,
  "die_area_mm2": 0.00640,
  "regArea_um2": 225,
  "vias": 263,
  "power_density_mw_per_mm2": 1000,
  "synth_warnings": 1,
  "drtPass1Iterations": 3,
  "initCoreUtil_pct": 11.0,
  "cp_max_fo": 9,
  "core-area_mm2": 0.00342,
  "ys_sh_aoi_pct": 0,
  "syn-cell-area_um2": 377,
  "tightest_slew_ns": 0.414,
  "synth_chip_area_um2": 377,
  "grt_pass1_wl_mm": 1.65,
  "cts_tree": "built",
  "setup_tns_ns": 0,
  "grt_util_all_layers_pct": 3.36,
  "warnings": 25,
  "worstPathRequired_ns": 1.43,
  "seq_area_frac_synth_pct": 59.8,
  "hold_viol": 0,
  "worstPathArrival_ns": 1.36,
  "clkTransAtPathRegs_ns": 0.06,
  "p_leak_nw": 0.312,
  "ios": 22,
  "clock_path_buffers": 2,
  "cts_max_level": 1,
  "worst_slack_ns": 0.0713,
  "design_area_um2": 673,
  "ant_nets": 0,
  "place_area_um2": 641,
  "drt-vias-per-instance": 2.80,
  "dp_slack_ns": -0.280,
  "fa_ha_area_share_pct": 0,
  "ctsHoldBuffers": 0,
  "async_flop_share_pct": 100,
  "holdCritPathClass": "primary input to asynchronous set/reset pin",
  "numSynthFlops": 9,
  "synth-edff-count": 0,
  "synth.largest_area_cell": "dfrtp_1",
  "routedWlPerCell_um": 11.0,
  "gp_congestion": 0.666,
  "synth_dominant_cell_count": "dfrtp_1",
  "fmax_mhz": 814,
  "endpoint_kind": "flip-flop",
  "grt_max_degree": 10,
  "drtIter0Drc": 9
}
-- flip-flops by register name (all words and copies together), names as in the netlist --
signal / cells
valid_b: 1
data_b: 8
-- kinds of logic (layout without fill, tap and decap cells) --
group,Yosys count,in the layout
buf+inv,1,29
flops,9,9
mux,8,8
simple gates,2,2
-- power by group --
| part | internal (mW) | switching [mW] | leakage, nW |
|---|---|---|---|
| logic | 0.109 | 0.0368 | 0.193 |
| registers | 0.307 | 0.0123 | 0.104 |
| clock network | 0.118 | 0.0916 | 0.0150 |
-- final timing paths --
kind,startpoint,endpoint,cells after the start
min,rst,data_b[1]$_DFFE_PN0P_,1
max in group asynchronous,rst,data_b[4]$_DFFE_PN0P_,1
max reg2reg,valid_b$_DFFE_PN0P_,data_b[6]$_DFFE_PN0P_,4
min reg2reg,data_b[3]$_DFFE_PN0P_,data_b[3]$_DFFE_PN0P_,1
min in group clk0,data_b[3]$_DFFE_PN0P_,data_b[3]$_DFFE_PN0P_,1
max,ready_b,data_b[6]$_DFFE_PN0P_,4
-- repair_timing --
action	CTS	global route
pin swaps	0	0
hold endpoints to repair	0	0
endpoints found under the setup margin	10	1
resized	11	1
buffers inserted	3	0
-- critical path: cells and delay by family --
kind / cells / cell delay, ns
buffers and inverters: 2 / 0.66
multiplexers: 1 / 0.32
AND/OR/NAND/NOR: 1 / 0.12
-- per-stage QoR --
stage | util [%] | std cells | hold WS, ns
after floorplan | - | 20 | -0.0356
after global placement | 18.8 | 87 | 0.497
after detailed placement | 18.8 | 87 | 0.495
after CTS | 19.9 | 94 | 0.314
after global routing | 19.7 | 94 | 0.319
final | 19.7 | 94 | 0.305
-- per-layer routing --
metal  routed length (um)  up-vias  global-route usage (%)
met5                    0        -                       0
met4                    0        0                   0.880
met3                   86        0                    1.59
met2                  454       11                    4.25
met1                  495      129                    4.89
li1                     -      123                       -
-- cells in the final DEF, fill, tap and decap left out --
cell type        instances
clkdlybuf4s50_1         11
dfrtp_1                  9
dlygate4sd2_1            9
mux2_4                   8
buf_4                    4
clkbuf_4                 3
nand2b_4                 1
nand2b_1                 1
clkbuf_1                 1
clkbuf_2                 1
-- area by class of cell --
class / count / share of cell area [%]
clock buffer: 4 / 3.90
multi-input combinational: 10 / 20.8
sequential: 9 / 33.5
tap: 46 / 8.55
timing repair buffer: 25 / 33.3
Power figures rest on the tool's default switching activity, not on a simulated workload.
