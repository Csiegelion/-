File: /design/flow/config.mk
export PLATFORM = sky130hd
export DESIGN_NAME = salve
export DESIGN_NICKNAME = salve
export VERILOG_FILES = /design/flow/design.v
export SDC_FILE = /design/flow/constraint.sdc
export NUM_CORES = 4
export LEC_CHECK = 1
export CORE_AREA = 10 10 70 70
export DIE_AREA = 0 0 80 80
File: /design/flow/constraint.sdc
current_design salve

set clk_period 1.3
set clk_io_pct 0.2

create_clock -name clk0 -period $clk_period [get_ports {clk}]

set non_clock_inputs [all_inputs -no_clocks]
set_input_delay [expr $clk_period * $clk_io_pct] -clock clk0 $non_clock_inputs
set_output_delay [expr $clk_period * $clk_io_pct] -clock clk0 [all_outputs]
File: /design/flow/design.v
`timescale 1ns / 1ps
module salve#( parameter L= 8)(
	input clk,
	input rst,
	input ren,
	input valid,
	output reg ready,
	input [L-1:0] data_in,
	output reg [L-1:0] data_out
);
always @(posedge clk or negedge rst) begin
		if (!rst) begin
			ready <= 1'b0;
		end
		else begin
			ready <=  ren;
		end
	end
always @(posedge clk or negedge rst) begin
		if (!rst) 
			data_out <= {L{1'b0}};
		  else if (valid && ready) 
			data_out <= data_in;
		else 
            data_out <= {L{1'b1}};
		end
endmodule
File: /design/flow/run.sh
#!/bin/bash
# OpenROAD 26Q1-2900-gdf79404cd8, Yosys 0.63+post, stock flow scripts
make -C /OpenROAD-flow-scripts/flow DESIGN_CONFIG=/design/flow/config.mk WORK_HOME=/design/flow/orfs finish
==> flow_results.xml <==
<?xml version="1.0" encoding="UTF-8"?>
<metrics>
  <group name="sta">
    <metric name="post-route-min-period" unit="ns">1.13</metric>
    <metric name="drv_slew" unit="">0</metric>
    <metric name="slew_headroom" unit="%">74.6</metric>
    <metric name="totalNegativeSetupSlack" unit="ns">0</metric>
    <metric name="maxClockFrequency" unit="GHz">0.889</metric>
    <metric name="final-hold-violation-count" unit="">0</metric>
    <metric name="finalCritPeriodShare" unit="%">86.6</metric>
    <metric name="finClkSkew" unit="ns">0.00128</metric>
    <metric name="setup_repair_after_global_routing_missed_its_margin" unit="">no</metric>
    <metric name="timing_worst_slew_pin_value" unit="ns">0.379</metric>
    <metric name="setup_viol_count_final" unit="">0</metric>
  </group>
  <group name="layout">
    <metric name="layout_top_cells_excl_fill_tap" unit="">11 x clkdlybuf4s50_1, 9 x dfrtp_1, 9 x dlygate4sd2_1</metric>
    <metric name="syn_to_final_growth" unit="%">94.1</metric>
    <metric name="final_layout_size_suffix_gt1_share" unit="%">11.6</metric>
    <metric name="final_common_cell" unit="">clkdlybuf4s50_1</metric>
    <metric name="layout.cells.non_filler" unit="">89</metric>
  </group>
  <group name="placed_design">
    <metric name="place.detailed.instances" unit="">84</metric>
    <metric name="place_congestion" unit="">0.646</metric>
    <metric name="numPortBuffers" unit="">20</metric>
  </group>
  <group name="grt">
    <metric name="total_overflow_reported_by_the_global_router" unit="">0</metric>
    <metric name="initial_antenna_violation_count" unit="">0</metric>
    <metric name="grt_max_degree" unit="">10</metric>
    <metric name="grt_pass1_wl" unit="um">1140</metric>
    <metric name="grt_use_total" unit="%">2.29</metric>
    <metric name="grt_pass1_vias" unit="">268</metric>
  </group>
  <group name="routing">
    <metric name="route.antenna.diode_count" unit="">0</metric>
    <metric name="drt-vias-per-instance" unit="">2.54</metric>
    <metric name="num_vias" unit="">226</metric>
    <metric name="detailedRoute.firstPassIterationCount" unit="">2</metric>
    <metric name="drt_drc_violations_left" unit="">0</metric>
    <metric name="drtAntennaViolNets" unit="">0</metric>
    <metric name="drt-wirelength-per-cell" unit="um">8.54</metric>
    <metric name="drt_wl_total" unit="um">760</metric>
    <metric name="detailedRoute.firstIterationViolations" unit="">1</metric>
  </group>
  <group name="cts">
    <metric name="clock-root-buffer" unit="">clkbuf_4</metric>
    <metric name="htree_levels" unit="">1</metric>
    <metric name="clock_tree.buffer_depth" unit="">2</metric>
    <metric name="tritoncts" unit="">yes</metric>
    <metric name="clock_slew_at_the_register_clock_pins_of_the_worst_setup_and_hold_paths" unit="ns">0.05</metric>
    <metric name="number_of_buffers_added_to_fix_hold_violations_after_cts" unit="">0</metric>
    <metric name="number_of_buffers_added_by_the_clock_tree_synthesis_step" unit="">3</metric>
    <metric name="clock_latency_on_the_worst_skew_pair" unit="ns">0.25</metric>
    <metric name="cts_num_sinks" unit="">9</metric>
  </group>
  <group name="power_and_ir_drop">
    <metric name="design_internal_power" unit="uW">457</metric>
    <metric name="cellLeakagePower" unit="uW">0.000196</metric>
    <metric name="p_seq_share" unit="%">52.5</metric>
    <metric name="power-per-cell-area" unit="mW/mm^2">977</metric>
    <metric name="pwr-share-clk" unit="%">35.5</metric>
    <metric name="vdd_ir_drop_max" unit="uV">450</metric>
    <metric name="total_switching_power" unit="uW">103</metric>
    <metric name="combPwrFrac" unit="%">12.1</metric>
    <metric name="swShare" unit="%">18.4</metric>
    <metric name="power" unit="uW">560</metric>
  </group>
  <group name="status">
    <metric name="run_status" unit="">completed</metric>
  </group>
  <group name="critical_path">
    <metric name="crit_fanout" unit="">2</metric>
    <metric name="worst-endpoint-arrival" unit="ns">0.87</metric>
    <metric name="setup.reg_to_reg.worst_slack" unit="ns">0.50</metric>
    <metric name="reg2reg_to" unit="">data_out[7]</metric>
    <metric name="cp-start-kind" unit="">flip-flop</metric>
    <metric name="worst_reg2reg_path_depth" unit="">3</metric>
    <metric name="cp_num_buf_inv" unit="">1</metric>
    <metric name="cp_slowest_stage_delay" unit="ns">0.37</metric>
    <metric name="beginning_of_the_worst_register_to_register_path" unit="">ready</metric>
    <metric name="critical_path.slowest_cell" unit="">dfrtp_1</metric>
    <metric name="worst_path_dominant_cell_family" unit="">flip-flops</metric>
    <metric name="critical_path_class" unit="">flip-flop to primary output</metric>
    <metric name="critPathCaptureType" unit="">primary output</metric>
    <metric name="worst-endpoint-required" unit="ns">1.04</metric>
    <metric name="path_cells" unit="">dlygate4sd2_1</metric>
  </group>
  <group name="flow_run">
    <metric name="max-cap-violations" unit="">0</metric>
    <metric name="tool_warnings" unit="">25</metric>
  </group>
  <group name="yosys">
    <metric name="yosys_cells" unit="">19</metric>
    <metric name="synth.top_cells.by_area" unit="">dfrtp_1 76%, nand3b_1 20%, buf_2 1.7%</metric>
    <metric name="synth.yosys.warnings" unit="">1</metric>
    <metric name="synthesis.instances" unit="">19</metric>
    <metric name="ys_types" unit="">4</metric>
    <metric name="syn_area_per_cell" unit="um^2">15.5</metric>
    <metric name="yosysChipArea" unit="um^2">295</metric>
    <metric name="post-synth-top-area-cell" unit="">dfrtp_1</metric>
    <metric name="mappedNetlistArea" unit="um^2">295</metric>
    <metric name="ys_seq_share" unit="%">76.3</metric>
    <metric name="synth_top_area_share" unit="%">76.3</metric>
    <metric name="yosys_reg_bits" unit="">9</metric>
  </group>
  <group name="hold_path">
    <metric name="worstHoldPathType" unit="">input pin to async pin</metric>
  </group>
  <group name="floorplan">
    <metric name="top_level_ports" unit="">21</metric>
    <metric name="initCoreUtil" unit="%">8.64</metric>
    <metric name="rows" unit="">21</metric>
    <metric name="die.size.y" unit="um">80</metric>
    <metric name="die_area" unit="mm^2">0.00640</metric>
    <metric name="core" unit="mm^2">0.00342</metric>
    <metric name="die.size.x" unit="um">80</metric>
  </group>
</metrics>
==> cells by family (layout without fill, tap and decap cells) <==
group                  count (synthesis)  count (layout)  synth area share, %
flip-flops                             9               9                 76.3
buffers and inverters                  2              26                 3.39
AND/OR/NAND/NOR                        8               8                 20.3
==> Yosys cell counts <==
library cell  count
clkbuf_2          1
dfrtp_1           9
buf_2             1
nand3b_1          8
==> per-layer routing <==
| layer | global-route usage [%] | vias up | part of all wire [%] |
|---|---|---|---|
| met5 | 0 | - | 0 |
| met4 | 0.528 | 0 | 0 |
| met3 | 1.14 | 0 | 9.1 |
| met2 | 4.25 | 12 | 57 |
| met1 | 2.17 | 103 | 34 |
| li1 | - | 111 | - |
==> power groups by stage <==
stage,logic [uW],clock network (uW),registers [uW]
after CTS,69.8,209,294
after global routing,74.4,218,295
final,67.6,199,294
==> timing repair <==
| item | 4_1_cts | 5_1_grt |
|---|---|---|
| setup buffers | 1 | 0 |
| setup endpoints to repair | 9 | 0 |
| gates resized | 9 | 0 |
==> worst max path at each step <==
| stage | from | end | depth (start not counted) |
|---|---|---|---|
| final | ready | ready | 1 |
| after global routing | ready | ready | 1 |
| after CTS | ready | ready | 1 |
==> flip-flops by register name (all words and copies together), names as in the netlist <==
register / cells
data_out: 8
ready: 1
==> through the flow <==
stage	setup WS, ns	cell area (um^2)	util, %	hold slack (ns)
after global routing	0.124	573	16.8	0.330
after detailed placement	0.187	551	16.1	0.573
final	0.175	573	16.8	0.296
after CTS	0.158	573	16.8	0.299
after global placement	0.202	551	16.1	0.567
after floorplan	0.659	295	-	-0.0356
==> final cells by class <==
cell class | count | area (um^2)
fillers | 408 | 2840
flip-flops and latches | 9 | 225
repair buffers | 22 | 204
multi-input cells | 8 | 60.1
well taps | 46 | 57.6
clock buffers | 4 | 26.3
No activity file was given, so power comes from the tool's default toggle rates.
